===== ./config.mk =====
export PLATFORM = sky130hd
export DESIGN_NAME = packet_rx
export DESIGN_NICKNAME = packet_rx
export VERILOG_FILES = /design/flow/design.v
export SDC_FILE = /design/flow/constraint.sdc
export NUM_CORES = 4
export LEC_CHECK = 1
export CORE_UTILIZATION = 30

===== ./constraint.sdc =====
current_design packet_rx

set clk_period 3.7
set clk_io_pct 0.2

create_clock -name clk0 -period $clk_period [get_ports {clk}]

set non_clock_inputs [all_inputs -no_clocks]
set_input_delay [expr $clk_period * $clk_io_pct] -clock clk0 $non_clock_inputs
set_output_delay [expr $clk_period * $clk_io_pct] -clock clk0 [all_outputs]

===== ./design.v =====
module packet_rx(
input clk,
input rst_n,
input rx_start,  
input rx_finish,  
input rx_status,  
input rx_bit,
output reg [3:0] rx_packet_pid,
output reg [10:0] rx_packet_addr,
output reg [7:0] rx_packet_byte,   
output reg rx_packet_byte_en,      
output reg rx_packet_valid,	 
output reg rx_packet_fin           
);
function  [4:0] CRC5;  
    input [4:0] crc;
    input       inbit;
    reg         xorbit;
begin
    xorbit = crc[4] ^ inbit;
    CRC5   = {crc[3:0],1'b0} ^ {2'b0,xorbit,1'b0,xorbit};
end
endfunction
function  [15:0] CRC16;   
    input [15:0] crc;
    input        inbit;
    reg          xorbit;
begin
    xorbit = crc[15] ^ inbit;
    CRC16  = {crc[14:0],1'b0} ^ {xorbit,12'b0,xorbit,1'b0,xorbit};
end
endfunction
reg rx_packet_pid_valid;               
reg [23:0] rx_packet_data;   
reg [1:0]  rx_packet_byte_cnt;   
reg [2:0] rx_cnt;  
reg [4:0]  rx_crc_delay;  
reg [4:0] rx_crc5;
reg [15:0] rx_crc16;   
always@(posedge clk or negedge rst_n)
	if (!rst_n) begin
		rx_packet_pid  <= 4'b0;
		rx_packet_pid_valid <= 1'b0;
		rx_packet_addr <= 11'b0;
		rx_packet_byte <= 8'b0;
		rx_packet_byte_en <= 1'b0;
		rx_packet_valid  <= 1'b0;
		rx_packet_data <= 24'b0;
		rx_packet_byte_cnt <= 2'b0;
		rx_crc_delay <= 5'b0;
		rx_cnt <= 1'b0;
		rx_crc5    <= 5'h1F;
		rx_crc16   <= 16'hFFFF;
	end
	else begin
		rx_packet_byte_en <= 1'b0;
		if (rx_start) begin
			rx_packet_pid  <= 4'b0;
			rx_packet_pid_valid <= 1'b0;
			rx_packet_addr <= 11'b0;  
			rx_packet_byte <= 8'b0;   
			rx_packet_valid  <= 1'b0;
			rx_packet_data <= 24'b0;
			rx_packet_byte_cnt <= 2'b0;
			rx_crc_delay <= 5'b0;
			rx_cnt <= 1'b0;
			rx_crc5    <= 5'h1F;
			rx_crc16   <= 16'hFFFF;
		end
		else if (rx_status) begin
			rx_cnt <= rx_cnt + 1;
			rx_packet_data <= {rx_bit, rx_packet_data[23:1]};  
			if(rx_packet_byte_cnt != 2'b0) begin   
				if (rx_crc_delay >= 5'd5)    
					rx_crc5  <= CRC5(rx_crc5, rx_packet_data[19]);
            if (rx_crc_delay >= 5'd16)
               rx_crc16 <= CRC16(rx_crc16, rx_packet_data[8]);
            if (rx_crc_delay != 5'd31)
               rx_crc_delay <= rx_crc_delay + 5'd1;
			end
			if(rx_cnt == 7) begin   
				if(rx_packet_byte_cnt == 2'b0) begin   
					if({rx_bit,rx_packet_data[23:21]} == ~rx_packet_data[20:17]) begin   
						rx_packet_pid_valid <= 1'b1;
						rx_packet_pid <= rx_packet_data[20:17];
					end
				end
				if (rx_packet_byte_cnt == 2'd2 && rx_packet_pid_valid && rx_packet_pid[1:0] == 2'b01) begin  
						rx_packet_addr <= rx_packet_data[19:9];
				end
				if (rx_packet_byte_cnt == 2'd3 && rx_packet_pid_valid && rx_packet_pid[1:0] == 2'b11) begin  
					rx_packet_byte <= rx_packet_data[8:1];
					rx_packet_byte_en <= 1'b1;
				end
				if (rx_packet_byte_cnt != 2'd3) begin
					rx_packet_byte_cnt <= rx_packet_byte_cnt + 1;  
				end
			end 
		end
	end
always@(posedge clk or negedge rst_n)
	if(!rst_n) begin
		rx_packet_valid <= 1'b0;
		rx_packet_fin <= 1'b0;
	end
	else begin
		rx_packet_fin <= rx_finish;  
		case(rx_packet_pid[1:0])
			2'b00: rx_packet_valid <= 1'b0;  
			2'b01: rx_packet_valid <= rx_packet_pid_valid && (~{rx_crc5[0],rx_crc5[1],rx_crc5[2],rx_crc5[3],rx_crc5[4]} == rx_packet_data[23:19]);  
			2'b10: rx_packet_valid <= rx_packet_pid_valid;  
			2'b11: rx_packet_valid <= rx_packet_pid_valid && (~{rx_crc16[0],rx_crc16[1],rx_crc16[2],rx_crc16[3],rx_crc16[4],rx_crc16[5],rx_crc16[6],rx_crc16[7],rx_crc16[8],rx_crc16[9],rx_crc16[10],rx_crc16[11],rx_crc16[12],rx_crc16[13],rx_crc16[14],rx_crc16[15]} == rx_packet_data[23:8]); 
			default: rx_packet_valid <= 1'b0; 
		endcase
	end
endmodule

===== ./run.sh =====
#!/bin/bash
# OpenROAD 26Q1-2900-gdf79404cd8, Yosys 0.63+post, stock flow scripts
make -C /OpenROAD-flow-scripts/flow DESIGN_CONFIG=/design/flow/config.mk WORK_HOME=/design/flow/orfs finish

==> CHANGELOG.md <==
### Physical design

* Outcome: finished clean
* Largest net degree at the start of global routing at 37
* Vias in the first global route at 1324
* Pleak at 1.27 nW
* Clock Skews at 0.0117 ns
* Distinct cells, synth at 25
* Post-cts sizing count at 0
* Die width at 90.4 um
* Top cells, area: dfrtp_1, mux2i_1, nor2_1, ha_1, xnor2_1
* EDFF count, synth at 0
* Avg Synthesized Cell Area at 12.1 um^2
* Die height at 90.4 um
* DP Area at 2730 um^2
* CP top delay family: buffers and inverters
* TNS Setup at 0 ns
* Simple-Gate Fraction of Synth Area at 0.132
* CP startpoint kind: flop
* Worst Max-Slew Pin Slew at 0.625 ns
* CTS root buf: clkbuf_8
* Largest type area fraction at 0.576
* IO Pins at 32
* Met1 Use GR at 0.186
* Cell count after synthesis at 194
* Layout cells sized above 1 at 0.0844
* Gr usage total at 0.108
* Post-layout period usage at 0.526
* Met3 Track Usage GR at 0.0265
* Placed cell count at 316
* Finished Layout Cells at 324
* Slowest CP cell: clkdlybuf4s50_1
* Dpl ws at 1.52 ns
* Minimum clock period at 1.95 ns
* Seq share, synth at 0.576
* CP max FO at 4
* Fill cells at 720
* CP max stage delay at 0.48 ns
* Post-synth area from yosys stat at 2350 um^2
* Most common cell in the netlist: dfrtp_1
* Clk slew on worst S/H paths at 0.10 ns
* CP bufs+invs at 1
* DP HPWL at 2.66 mm
* Port buffer count at 30
* DR vias at 1420
* Final ANT Viol Nets at 0
* CTS buffer count at 5
* DRT iter0 DRCs at 58
* Post-CTS repair timing setup buffer count at 0
* Clock buffer depth at 2
* Wire per inst at 12.6 um
* Post-Syn Area at 2350 um^2
* Row count at 31
* Core Area at 7410 um^2
* Final WS setup at 1.75 ns
* Max-slew violations at 0
* XOR-XNOR Cells, Area Fraction at 0.0224
* Peak VDD IR at 0.147 mV
* First drt pass iteration count at 4
* Area delta synth->final at 19.9%
* Insertion Delay late pin at 0.31 ns
* Commonest flop: dfrtp_1
* Vias per inst at 4.38
* RSZ-0062 raised after global routing: no
* Cell area after layout at 2810 um^2
* Crit path kind: reg2out
* Yosys aoi share at 0.00853
* Critical path required time at 2.96 ns
* Hold-fix buffers, CTS at 0
* Synth mux share at 0.205
* Flops after synth at 54
* Power density over the cells at 346 nW/um^2
* Starting density of the core at 0.317
* First-pass GRT wire length at 6.97 mm
* Max-cap violations at 0
* Met2 Usage GRT at 0.145
* Asr flop ratio synth at 1.00
* Combinational Area at 928 um^2
* Top post-synthesis cells by count: dfrtp_1, mux2i_1, nor2_1
* N_diodes at 0
* Yosys stat cell total at 194
* Top non-seq family: multiplexers
* CP Capture Type: primary output
* Layer with the highest usage: met1
* Final Setup Violations at 0
* CP arrival at 1.21 ns
* Peak Freq at 0.514 GHz
* OpenROAD warning count at 27
* Routed wire length at 4.10 mm
* Critical-path cell list: clkdlybuf4s50_1
* Design Power at 0.974 mW
* Adder share at 0.0267
* Antenna violations before repair at 0
* Leading area contributor after synthesis: dfrtp_1
* Routability cong. at 0.763
* H-tree levels at 2
* Remaining DRCs at 0
* Yosys warning count at 3
* Final hold vios at 0
* Clock sink total at 54
* GRT overflow at 0
* TritonCTS clock tree: built
* Die ar. at 8180 um^2
* Slew HR at 0.583
* FF+latch area at 1350 um^2
* HP Class: in2async
==> metrics by stage <==
| stage | util | hold WS [ns] |
|---|---|---|
| floorplan | - | 0.444 |
| global placement | 0.368 | 0.502 |
| detailed placement | 0.368 | 0.510 |
| CTS | 0.380 | 0.421 |
| global route | 0.380 | 0.437 |
| finish | 0.380 | 0.398 |
==> metal layers <==
metal,vias to the layer above,wire length [um]
met5,-,0
li1,703,-
met4,0,51
met1,690,2170
met2,22,1710
met3,5,165
==> power by group <==
group | internal [mW] | switching, mW
clock network | 0.134 | 0.193
logic | 0.0172 | 0.0330
registers | 0.594 | 0.00279
==> flip-flops by register name, indices dropped and copies added (netlist names) <==
name                 cells
rx_cnt                   3
rx_packet_addr          11
rx_packet_byte           8
rx_packet_byte_cnt       2
rx_packet_byte_en        1
rx_packet_data          23
rx_packet_fin            1
rx_packet_pid            4
rx_packet_pid_valid      1
==> layout by cell type (no fill, tap or decap) <==
master and n:
xor2_1 1, nand2b_1 6, mux2i_1 48, nor2_4 1, o21ai_0 1, a21oi_1 1, xnor2_1 5, nor3b_2 1
dfrtp_1 54, nand4_1 1, nor2_1 47, ha_1 5, clkinv_4 1, o21ba_2 1, clkdlybuf4s50_1 27, nand4_2 1
buf_4 4, or2b_1 2, nand2_1 3, inv_1 2, conb_1 1, nor4_4 1, clkinv_2 1, nor3_1 1
clkbuf_1 1, buf_2 3, clkbuf_8 5
==> area by class of cell <==
cell class	count	area share
Clock buffer	6	0.0258
Clock inverter	2	0.00489
Inverter	2	0.00267
Multi-Input combinational cell	127	0.330
Sequential cell	54	0.480
Tap cell	99	0.0440
Timing Repair Buffer	34	0.112
==> final timing paths <==
check                                  start  cells after the start  slack (ns)                end
setup reg to reg                   rx_cnt[0]                      7        1.92  rx_packet_addr[8]
setup / recovery            rx_packet_pid[1]                      1        1.75   rx_packet_pid[1]
max in group asynchronous              rst_n                      2        2.50   rx_packet_pid[1]
min in group clk0          rx_packet_byte[3]                      2        0.53  rx_packet_byte[3]
hold reg to reg            rx_packet_byte[3]                      2        0.53  rx_packet_byte[3]
hold / removal                         rst_n                      1        0.40      rx_packet_fin
==> cell families (layout without fill, tap and decap cells) <==
| group | count (synthesis) | count (layout) |
|---|---|---|
| other | 1 | 1 |
| DFF | 54 | 54 |
| buffers and inverters | 13 | 44 |
| adders and majority gates | 5 | 5 |
| xor gates and xnor gates | 6 | 6 |
| and+or+nand+nor | 64 | 64 |
| AOI/OAI and AO/OA | 3 | 3 |
| muxes | 48 | 48 |
Power figures rest on the tool's default switching activity, not on a simulated workload.

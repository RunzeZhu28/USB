--- design.v ---
module transaction #(
	 parameter       [7:0] EP00_MAXPACKETSIZE   = 8'd32,               
    parameter       [9:0] EP81_MAXPACKETSIZE   = 10'd32,              
    parameter       [9:0] EP82_MAXPACKETSIZE   = 10'd32,              
    parameter       [9:0] EP83_MAXPACKETSIZE   = 10'd32,              
    parameter       [9:0] EP84_MAXPACKETSIZE   = 10'd32,              
    parameter             EP81_ISOCHRONOUS  = 0,                   
    parameter             EP82_ISOCHRONOUS  = 0,                   
    parameter             EP83_ISOCHRONOUS  = 0,                   
    parameter             EP84_ISOCHRONOUS  = 0,                   
    parameter             EP01_ISOCHRONOUS  = 0,                   
    parameter             EP02_ISOCHRONOUS  = 0,                   
    parameter             EP03_ISOCHRONOUS  = 0,                   
    parameter             EP04_ISOCHRONOUS  = 0                    
) (
input 				 clk,
input 				 rst_n,
input [3:0]  		 rx_packet_pid,             
input [10:0] 		 rx_packet_addr,   
input [7:0]  		 rx_packet_byte,
input 		 		 rx_packet_byte_en,    
input 		    	 rx_packet_valid,	
input 		 		 rx_packet_fin,
output reg         rx_data_repetitive,   
output reg         rx_isochronous_data_wrong,  
output reg         tx_packet_start,  	     
output reg  [ 3:0] tx_packet_pid,  		
input  wire        tx_transaction_avail,    
output reg  [ 7:0] tx_packet_byte,          
output reg         tx_packet_not_finished,   
output reg 			 sot,             
output reg 		 	 sof,             
output reg  [63:0] ep00_setup_cmd,
output reg  [ 8:0] ep00_index,   
input  wire [ 7:0] ep00_resp,   
output reg  [ 7:0] ep01_data,
output reg         ep01_valid,
output reg  [ 7:0] ep02_data,
output reg         ep02_valid,
output reg  [ 7:0] ep03_data,
output reg         ep03_valid,
output reg  [ 7:0] ep04_data,
output reg         ep04_valid,
input  wire [ 7:0] ep81_data,      
input  wire        ep81_valid,
output wire        ep81_ready,
input  wire [ 7:0] ep82_data,
input  wire        ep82_valid,
output wire        ep82_ready,
input  wire [ 7:0] ep83_data,
input  wire        ep83_valid,
output wire        ep83_ready,
input  wire [ 7:0] ep84_data,
input  wire        ep84_valid,
output wire        ep84_ready
);
wire [3:0] rx_packet_endpoint;
assign rx_packet_endpoint = rx_packet_addr[10:7];
reg [3:0] endpoint; 
reg [7:0] ep00_data;
reg ep00_setup;
reg [15:0] ep00_total;  
reg ep00_data1;   
reg ep81_data1;
reg ep82_data1;
reg ep83_data1;
reg ep84_data1;
reg ep01_data1;
reg ep02_data1;
reg ep03_data1;
reg ep04_data1;
reg [9:0] tx_data_size;    
wire [4:0] out_ep_valid = {ep84_valid, ep83_valid, ep82_valid, ep81_valid, 1'b1};  
wire [7:0] out_ep_data [4:0];
assign out_ep_data[0] = ep00_data;
assign out_ep_data[1] = ep81_data;
assign out_ep_data[2] = ep82_data;
assign out_ep_data[3] = ep83_data;
assign out_ep_data[4] = ep84_data;
always@(posedge clk or negedge rst_n)
	if(~rst_n) begin
		endpoint   <= 0;
		ep00_setup <= 0;
		ep00_data1 <= 0;
		ep01_data1 <= 0;  
		ep02_data1 <= 0;
	   ep03_data1 <= 0;
		ep04_data1 <= 0;
		rx_data_repetitive <= 0;
		rx_isochronous_data_wrong <= 0;
		ep00_index <= 0;
		ep00_total <= 0;
		tx_data_size     <= 0;
	end
	else begin
		if(rx_packet_fin && rx_packet_valid)  begin   
			if (rx_packet_pid == 4'b1101) begin  
				endpoint   <= rx_packet_endpoint;
				if (rx_packet_endpoint == 0) begin
					ep00_setup <= 1'b1;
					ep00_data1 <= 1'b0;  
				end
			end
			else if (rx_packet_pid == 4'b0001) begin
				endpoint   <= rx_packet_endpoint;
				if (rx_packet_endpoint == 0) begin
					ep00_setup <= 1'b0;  
				end
			end
			else if (rx_packet_pid == 4'b1001) begin
				endpoint   <= rx_packet_endpoint;
				tx_packet_start <= 1'b1;
				tx_packet_pid <= 4'b1010;  
				if (rx_packet_endpoint == 0) begin
					ep00_setup <= 1'b0;  
					tx_packet_pid <= ep00_data1? 4'b1011: 4'b0011;  
					tx_data_size  <= 0;
					if (ep00_total >= {8'b0,EP00_MAXPACKETSIZE}) begin   
						tx_data_size <= {2'b0,EP00_MAXPACKETSIZE};   
						ep00_total <= ep00_total - {8'b0,EP00_MAXPACKETSIZE};
					end
					else begin
						tx_data_size <= {2'b0,ep00_total[7:0]};  
						ep00_total <= 0;
					end
				end 
				else if (rx_packet_endpoint == 4'd1) begin                                            
                    if (ep81_valid) begin                                                          
                        tx_packet_pid <= (ep81_data1 && !EP81_ISOCHRONOUS) ?4'b1011: 4'b0011;  
                        tx_data_size <= EP81_MAXPACKETSIZE;                                            
                    end                                                                         
				end
				else if (rx_packet_endpoint == 4'd2) begin                                            
                    if (ep82_valid) begin                                                          
                        tx_packet_pid <= (ep82_data1 && !EP81_ISOCHRONOUS) ?4'b1011: 4'b0011;  
                        tx_data_size <= EP82_MAXPACKETSIZE;                                             
                    end                                                                         
				end
				else if (rx_packet_endpoint == 4'd3) begin                                            
                    if (ep83_valid) begin                                                          
                        tx_packet_pid <= (ep83_data1 && !EP81_ISOCHRONOUS) ?4'b1011: 4'b0011;  
                        tx_data_size <= EP83_MAXPACKETSIZE;                                            
                    end                                                                         
				end
				else if (rx_packet_endpoint == 4'd4) begin                                            
                    if (ep84_valid) begin                                                          
                        tx_packet_pid <= (ep84_data1 && !EP81_ISOCHRONOUS) ?4'b1011: 4'b0011;  
                        tx_data_size <= EP84_MAXPACKETSIZE;                                            
                    end                                                                         
				end
			end
			else if (rx_packet_pid == 4'b0011 || rx_packet_pid == 4'b1011) begin
				tx_packet_start <= 1'b1;                                                                      
            tx_packet_pid <= 4'b0010;
				if (endpoint == 0) begin  
					ep00_total <= 0; 
					if (ep00_setup) begin   
						if (ep00_setup_cmd[7])      
                            ep00_total <= ep00_setup_cmd[63:48];  
                        ep00_index <= 0;  
					end
					if((ep00_data1 == 0 && rx_packet_pid == 4'b0011) || (ep00_data1 == 1 && rx_packet_pid == 4'b1011)) begin   
						ep00_data1 <= ~ep00_data1;
					end
					else begin
						rx_data_repetitive <= 1;  
					end
				end
				else if (endpoint == 4'd1) begin
					if(EP01_ISOCHRONOUS) begin  
						if(rx_packet_pid == 4'b0011) begin
							tx_packet_start <= 1'b0;  
						end
						else if(rx_packet_pid == 4'b1011) begin
							rx_isochronous_data_wrong <= 1;  
						end
					end
					else if((ep01_data1 == 0 && rx_packet_pid == 4'b0011) || (ep01_data1 == 1 && rx_packet_pid == 4'b1011)) begin   
						ep01_data1 <= ~ep01_data1;
					end
					else begin
						rx_data_repetitive <= 1;  
					end
				end
				else if (endpoint == 4'd2) begin
					if(EP02_ISOCHRONOUS) begin  
						if(rx_packet_pid == 4'b0011) begin
							tx_packet_start <= 1'b0;  
						end
						else if(rx_packet_pid == 4'b1011) begin
							rx_isochronous_data_wrong <= 1;  
						end
					end
					else if((ep02_data1 == 0 && rx_packet_pid == 4'b0011) || (ep02_data1 == 1 && rx_packet_pid == 4'b1011)) begin   
						ep02_data1 <= ~ep02_data1;
					end
					else begin
						rx_data_repetitive <= 1;  
					end
				end
				else if (endpoint == 4'd3 ) begin
					if(EP03_ISOCHRONOUS) begin  
						if(rx_packet_pid == 4'b0011) begin
							tx_packet_start <= 1'b0;  
						end
						else if(rx_packet_pid == 4'b1011) begin
							rx_isochronous_data_wrong <= 1;  
						end
					end
					else if((ep03_data1 == 0 && rx_packet_pid == 4'b0011) || (ep03_data1 == 1 && rx_packet_pid == 4'b1011)) begin   
						ep03_data1 <= ~ep03_data1;
					end
					else begin
						rx_data_repetitive <= 1;  
					end
				end
				else if (endpoint == 4'd4) begin
					if(EP04_ISOCHRONOUS) begin  
						if(rx_packet_pid == 4'b0011) begin
							tx_packet_start <= 1'b0;  
						end
						else if(rx_packet_pid == 4'b1011) begin
							rx_isochronous_data_wrong <= 1;  
						end
					end
					else if((ep04_data1 == 0 && rx_packet_pid == 4'b0011) || (ep04_data1 == 1 && rx_packet_pid == 4'b1011)) begin   
						ep04_data1 <= ~ep04_data1;
					end
					else begin
						rx_data_repetitive <= 1;  
					end
				end
			end
			else begin   
			end
		end
	end
always @ (posedge clk or negedge rst_n)
    if (~rst_n) begin
		  ep00_setup_cmd <=64'h0;
        ep01_data  <= 8'h0;
        ep01_valid <= 1'b0;
        ep02_data  <= 8'h0;
        ep02_valid <= 1'b0;
        ep03_data  <= 8'h0;
        ep03_valid <= 1'b0;
        ep04_data  <= 8'h0;
        ep04_valid <= 1'b0;
    end else begin
        ep01_data  <= 8'h0;
        ep01_valid <= 1'b0;
        ep02_data  <= 8'h0;
        ep02_valid <= 1'b0;
        ep03_data  <= 8'h0;
        ep03_valid <= 1'b0;
        ep04_data  <= 8'h0;
        ep04_valid <= 1'b0;
        if (rx_packet_byte_en) begin
            if (rx_packet_endpoint == 4'd0) begin                                         
                if(ep00_setup) begin
						ep00_setup_cmd <= {rx_packet_byte,ep00_setup_cmd[63:8]};                
					 end
            end else if (rx_packet_endpoint == 4'd1) begin                                
                ep01_data  <= rx_packet_byte;
                ep01_valid <= 1'b1;
            end else if (rx_packet_endpoint == 4'd2) begin                                
                ep02_data  <= rx_packet_byte;
                ep02_valid <= 1'b1;
            end else if (rx_packet_endpoint == 4'd3) begin                                
                ep03_data  <= rx_packet_byte;
                ep03_valid <= 1'b1;
            end else if (rx_packet_endpoint == 4'd4) begin                                
                ep04_data  <= rx_packet_byte;
                ep04_valid <= 1'b1;
            end
        end
    end
always@(posedge clk or negedge rst_n)
	if (!rst_n) begin
		sot <= 1'b0;
		sof <= 1'b0;
	end 
	else begin
		sot <= 1'b0;
		sof <= 1'b0;
		if(rx_packet_fin && rx_packet_valid)  begin 
			sot <= (rx_packet_endpoint == 0) ? (rx_packet_pid == 4'b1101) : (rx_packet_pid == 4'b1001 || rx_packet_pid == 4'b0001 ) ;  
			sof <= rx_packet_pid == 4'b0101;
		end
	end
endmodule
--- run.sh ---
#!/bin/bash
# OpenROAD 26Q1-2900-gdf79404cd8, Yosys 0.63+post, stock flow scripts
make -C /OpenROAD-flow-scripts/flow DESIGN_CONFIG=/design/flow/config.mk WORK_HOME=/design/flow/orfs finish
--- constraint.sdc ---
current_design transaction

set clk_period 3.0
set clk_io_pct 0.2

create_clock -name clk0 -period $clk_period [get_ports {clk}]

set non_clock_inputs [all_inputs -no_clocks]
set_input_delay [expr $clk_period * $clk_io_pct] -clock clk0 $non_clock_inputs
set_output_delay [expr $clk_period * $clk_io_pct] -clock clk0 [all_outputs]
--- config.mk ---
export PLATFORM = sky130hd
export DESIGN_NAME = transaction
export DESIGN_NICKNAME = transaction
export VERILOG_FILES = /design/flow/design.v
export SDC_FILE = /design/flow/constraint.sdc
export NUM_CORES = 4
export LEC_CHECK = 1
export CORE_UTILIZATION = 30
==> flow_summary.json <==
{
  "report.final.hold_viol_count": 0,
  "timing.critical_path.arrival_ns": 2.49,
  "avgRoutedWirePerCell_um": 14.6,
  "first_pass_iters": 4,
  "ys_seq_share_pct": 58.4,
  "syn-instance-count": 326,
  "drt-met1-wl_um": 4640,
  "core_util_floorplan_pct": 30.9,
  "cts_resized": 0,
  "clockRootBuffer": "clkbuf_16",
  "share_of_post_route_cells_with_drive_strength_above_1_pct": 25.6,
  "postLayoutCellArea_um2": 6970,
  "route.vias.total": 2958,
  "critical-path-top-delay-family": "buffers and inverters",
  "n_antenna_cell": 0,
  "reg_area_um2": 2890,
  "flow.area_growth_from_synthesis_pct": 40.9,
  "drv_slew": 0,
  "synth_stat.cells": 326,
  "rr_worst_depth": 4,
  "totalWireLength_um": 10200,
  "chipArea_um2": 17000,
  "rows": 46,
  "endpoint_kind": "flop",
  "post-cts-setup-buffer-count": 0,
  "power.leakage_nw": 3.17,
  "synth.yosys.chip_area_um2": 4940,
  "grt_max_degree": 52,
  "drtAntennaViolNets": 0,
  "n_fill_cell": 1422,
  "port_buffers": 129,
  "htree_num_levels": 4,
  "critical_path.max_stage_delay_ns": 0.47,
  "placedInstanceArea_um2": 6330,
  "post-place-ws_ns": 0.369,
  "globalRoute.totalOverflow": 0,
  "worst_ir_drop_vdd_v": 0.000600,
  "clock_skew_ns": 0.00667,
  "globalRouteTotalUtil_pct": 12.6,
  "post_synthesis_cell_area_um2": 4940,
  "detailroute.wirelength.met2_um": 4470,
  "path_buffers": 2,
  "numSynthFlops": 115,
  "drt-initial-drc-count": 148,
  "asyncSetResetFlopFracSynth_pct": 98.3,
  "openroad.warnings": 73,
  "cts_hold_buf": 0,
  "die.size.x_um": 130,
  "first_global_vias": 2887,
  "top_signal_layer_used": "met4",
  "cpMaxStageDelayCell": "clkdlybuf4s50_1",
  "die_h_um": 130,
  "transition_at_the_pin_with_the_smallest_max_transition_slack_ns": 0.662,
  "grt_setup_unrepaired": "no",
  "yosys.cell_types.count": 43,
  "number_of_antenna_violations_at_the_first_check_in_global_routing": 0,
  "timing.rr.end": "ep01_data1",
  "fin_ws_ns": 0.796,
  "finalCritPeriodShare_pct": 73.5,
  "cts.clk_slew.worst_paths_ns": 0.06,
  "detail_route.drc_violations": 0,
  "crit-reg2reg-launch": "endpoint[3]",
  "wl_met3_um": 975,
  "post_drt_via_cell_ratio": 4.23,
  "path_class": "primary input to flop",
  "place.gp.congestion": 0.822,
  "cts_made_buffers": 17,
  "setup_violators_final": 0,
  "hpwl_detailed_um": 7140,
  "crit_chain": "clkdlybuf4s50_1 > nor4_4 > and3_4 > buf_4 > mux2_2",
  "cp_max_fo": 19,
  "core_region_area_um2": 16000,
  "cap_violations": 0,
  "syn_avg_cell_area_um2": 15.2,
  "cts.sinks": 115,
  "holdCritPathClass": "primary input to async pin",
  "numPlacedInstances": 668,
  "slew_headroom_pct": 55.7,
  "min_period_ns": 2.20,
  "max_clock_freq_mhz": 454,
  "worst_setup_path_start_kind": "primary input",
  "tritoncts": "yes",
  "worstPathRequired_ns": 3.28,
  "finalCoreUtilization_pct": 43.5,
  "timing.setup.tns_ns": 0,
  "timing.reg2reg.setup_slack_ns": 1.27,
  "cts-root-to-sink-buffers": 2,
  "clock_insertion_delay_worst_skew_ns": 0.41,
  "pin_count": 204,
  "power_density_over_the_cells_nw_per_um2": 564,
  "mi_logic_area_um2": 1770,
  "synthFlopType": "dfrtp_1",
  "edf_count": 2,
  "status": "completed",
  "synth_warnings": 18,
  "instances_no_fill": 700,
  "grt_pass1_wl_um": 15900
}
## report_power, final
| group | internal, mW | leakage (nW) | total (mW) | switching, mW |
|---|---|---|---|---|
| Sequential | 1.59 | 1.58 | 1.62 | 0.0347 |
| Clock | 1.43 | 0.309 | 2.12 | 0.691 |
| Combinational | 0.0993 | 1.29 | 0.186 | 0.0867 |
| Total | 3.12 | 3.17 | 3.93 | 0.812 |
## area by class of cell
type / count / share of cell area [%]
clock buffers: 19 / 6.50
well taps: 216 / 3.88
multi-input cells: 192 / 25.4
inverters: 5 / 0.269
repair buffers: 140 / 19.9
flip-flops and latches: 115 / 41.5
clock inverters: 13 / 2.60
## worst max path at each step
stage                startpoint           endpoint  cells past startpoint  slack, ns
finish        rx_packet_addr[8]  ep00_setup_cmd[0]                      5       0.80
global route  rx_packet_addr[8]  ep00_setup_cmd[0]                      5       0.72
CTS           rx_packet_addr[8]  ep00_setup_cmd[0]                      5       0.78
## metal layers
metal | track usage (%) | vias up
li1 | - | 1367
met1 | 18.8 | 1465
met2 | 17.8 | 115
met3 | 5.39 | 11
met4 | 2.16 | 0
met5 | 0 | -
## stage by stage
stage          hold WS (ns)  power (mW)
3_3_place_gp          0.460        1.84
5_1_grt               0.132        4.09
3_5_place_dp          0.453        1.84
2_1_floorplan         0.304        1.74
6_report              0.116        3.93
4_1_cts               0.111        3.98
## Yosys cell counts (2+ instances only)
master	count	share of area (%)
mux2i_1	2	0.40
inv_1	5	0.38
nor3_1	2	0.20
clkbuf_1	3	0.23
dfrtp_1	113	57
nand3b_1	2	0.30
conb_1	2	0.15
nand3_1	2	0.20
buf_4	26	3.9
or2_2	2	0.25
nor3b_1	3	0.46
mux2_2	14	3.2
edfxtp_1	2	1.2
mux2_4	60	18
o21ai_0	2	0.20
nand2_1	10	0.76
nand4b_1	2	0.35
nor2_1	10	0.76
and2_1	31	3.9
a21boi_0	2	0.30
nor4b_1	3	0.53
buf_12	7	2.8
## cell usage in the layout (no fill, tap or decap), drive strengths merged, types with 2 or more instances in the layout
master,instances
buf,12
nor3,2
a21boi,2
clkdlybuf4s50,128
inv,6
or2,2
nor4b,3
nor3b,3
clkinv,6
conb,26
mux2,74
clkinvlp,2
nor2,10
and3,2
nand2,10
bufinv,4
clkbuf,19
nand3,2
mux2i,2
nor4,2
dfrtp,113
edfxtp,2
nand4b,2
and2,31
o21ai,2
nand3b,2
## logic make-up (layout without fill, tap and decap cells)
| family | count (synthesis) | count (layout) | share of synthesized area (%) |
|---|---|---|---|
| compound gates | 12 | 12 | 1.75 |
| xor+xnor | 1 | 1 | 0.177 |
| other cells | 2 | 26 | 0.152 |
| buf+inv | 43 | 177 | 7.72 |
| flops | 115 | 115 | 58.4 |
| mux | 77 | 77 | 22.3 |
| simple gates | 76 | 76 | 9.52 |
## flip-flops by register name, indices dropped and copies added, names as in the netlist, 2 cells and up
signal,cells
endpoint,4
ep00_setup_cmd,64
ep01_data,8
ep02_data,8
ep03_data,8
ep04_data,8
tx_packet_pid,2
No activity file was given, so power comes from the tool's default toggle rates.

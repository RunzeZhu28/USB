$ cat config.mk
export PLATFORM = sky130hd
export DESIGN_NAME = bit_level
export DESIGN_NICKNAME = bit_level
export VERILOG_FILES = /design/flow/design.v
export SDC_FILE = /design/flow/constraint.sdc
export NUM_CORES = 4
export LEC_CHECK = 1
export CORE_AREA = 10 10 112 112
export DIE_AREA = 0 0 122 122
$ cat constraint.sdc
current_design bit_level

set clk_period 2.6
set clk_io_pct 0.2

create_clock -name clk0 -period $clk_period [get_ports {clk}]

set non_clock_inputs [all_inputs -no_clocks]
set_input_delay [expr $clk_period * $clk_io_pct] -clock clk0 $non_clock_inputs
set_output_delay [expr $clk_period * $clk_io_pct] -clock clk0 [all_outputs]
$ cat design.v
module bit_level(    
input wire clk,  
input wire rst_n,
input wire rx_dp,
input wire rx_dn,
output reg tx_dp,
output reg tx_dn,
output wire oe,   
output reg rx_start,  
output reg rx_finish,  
output reg rx_status,  
output reg rx_bit,  
output reg rx_error  
);
reg [4:0] dp = 5'b0;
reg [4:0] dn = 5'b0;
wire dpv;
wire dnv;
wire is_j;
wire is_k;
wire clk_fast;
wire clk_slow;
assign dpv = (dp[3] & dp[2]) | (dp[1] & dp[2]) | (dp[1] & dp[3]);  
assign dnv = (dn[3] & dn[2]) | (dn[1] & dn[2]) | (dn[1] & dn[3]);
assign is_j = dp[0] & (!dn[0]);
assign is_k = dn[0] & (!dp[0]);
assign clk_fast = ((dp[4] != dp[3])&&(dp[3] == dp[2])&&(dp[2] == dp[1])&&(dp[1] == dp[0]))||((dp[3] != dp[2])&&(dp[2] == dp[1])&&(dp[1] == dp[0]));
assign clk_slow = ((dp[4] == dp[3])&&(dp[3] == dp[2])&&(dp[2] == dp[1])&&(dp[1] != dp[0]))||((dp[4] == dp[3])&&(dp[3] == dp[2])&&(dp[2] == dp[1]));
localparam [8-1:0] SYNC_PATTERN = 8'b00101010;
localparam [3:0] J_WAIT = 4'd0;
localparam [3:0] IDLE = 4'd1;
localparam [3:0] SYNC = 4'd2;
localparam [3:0] DATA = 4'd3;
localparam [3:0] STUFF = 4'd4;
localparam [3:0] RX_DONE_1 = 4'd5;
localparam [3:0] RX_DONE_2 = 4'd6;
reg [3:0] state;
reg [5:0] wait_cnt = 6'b0;
reg [2:0] clk_cnt = 3'b0;
reg [3:0] sync_bit = 4'b0;
reg lastdpv = 1'b0;
reg [3:0] stuff_cnt = 4'b0;
always@(posedge clk or negedge rst_n) begin 
	if(!rst_n) begin
		dp <= 5'b0;
		dn <= 5'b0;
		lastdpv <= 1'b0;
	end
	else begin
		dp <= {dp[3:0],rx_dp};
		dn <= {dn[3:0],rx_dn};
		if (clk_cnt == 3'b0)
			lastdpv <= dpv;
	end
end
always@(posedge clk or negedge rst_n) begin
	if(!rst_n) begin
		wait_cnt <= 6'b0;
		clk_cnt <= 3'd4;
		sync_bit <= 4'd0;
		rx_start <= 1'b0;
		state <= J_WAIT;
		rx_finish <= 1'b0;
		rx_status <= 1'b0;
		rx_bit <= 1'b0;
		rx_error <= 1'b0;
		stuff_cnt <= 4'b0;
	end
	else begin
		rx_start <= 1'b0;
		rx_finish <=1'b0;
		rx_status <= 1'b0;
		clk_cnt   <=  (clk_cnt == 0) ? 3'd4 : (clk_cnt - 1);
		case(state)
			J_WAIT: begin
				rx_error <= 1'b0;
				if(!is_j) 
					wait_cnt <= 6'b0;
				else if (wait_cnt < 6'd17)   
					wait_cnt <= wait_cnt + 1'b1;
				else begin
					wait_cnt <= 6'b0;
					state <= IDLE;
				end			
			end
			IDLE: begin
				if(is_j) 
					state <= IDLE;
				else if (is_k) begin
					clk_cnt <= 3'd3;   
					state <= SYNC;
				end
				else
					state <= J_WAIT;  
			end
			SYNC: begin
				if (clk_cnt == 0) begin
					if (sync_bit <= 7) begin  
						if(dpv == SYNC_PATTERN[sync_bit] && dnv != SYNC_PATTERN[sync_bit]) begin
							if(sync_bit == 7) begin   
								state <= DATA;
								clk_cnt <= 3'd4;
								sync_bit <= 4'b0;
								rx_start <= 1'b1;
								stuff_cnt <= 4'b0;
							end
							else begin
								sync_bit <= sync_bit + 1;
								clk_cnt <= 3'd4;
							end
						end
						else begin
							sync_bit <= 4'd0;
							clk_cnt <= 3'd4;
							state   <= J_WAIT;
						end
					end
				end
			end
			DATA: begin	
				if(clk_cnt == 0) begin
					if(clk_fast) clk_cnt <= 3'd5;
					else if(clk_slow) clk_cnt <= 3'd3;
					else clk_cnt <= 3'd4;	
					if (dpv == 1 && dnv == 1) begin  
						state <= J_WAIT;
						rx_error <= 1'b1;
					end
					else if (dpv == 0 && dnv == 0 ) begin  
						state <= RX_DONE_1;
						stuff_cnt <= 4'b0;
					end
					else if(dpv == lastdpv) begin
						stuff_cnt <= stuff_cnt + 1;
						if(stuff_cnt == 4'd6-1 )  
							state <= STUFF;
						else begin   
							rx_bit <= 1'b1;
							rx_status <= 1'b1;
						end
					end
					else begin  
						rx_bit <= 1'b0;
						rx_status <= 1'b1;
					end
				end	
			end
			STUFF: begin
				if(clk_cnt == 0) begin
					if (dpv == lastdpv) begin  
						state <= J_WAIT;
						rx_error <= 1'b1;
					end
					else begin  
						state <= DATA;
						stuff_cnt <= 4'b0;
						rx_status <= 1'b0;
					end
				end
			end
			RX_DONE_1: begin
				if(clk_cnt == 0) begin
					if(dpv == 0 && dnv == 0)
						state <= RX_DONE_2;
					else begin
						state <= J_WAIT;
						rx_error <= 1'b1;
					end
				end
			end
			RX_DONE_2: begin
				if(clk_cnt == 0) begin
					if(dpv == 1 && dnv == 0) begin
						state <= J_WAIT;
						rx_finish <= 1'b1;
					end
					else begin
						state <= J_WAIT;
						rx_error <= 1'b1;
					end
				end
			end
			default: begin
				state <= J_WAIT;
			end
		endcase
	end
end
endmodule
$ cat run.sh
#!/bin/bash
# OpenROAD 26Q1-2900-gdf79404cd8, Yosys 0.63+post, stock flow scripts
make -C /OpenROAD-flow-scripts/flow DESIGN_CONFIG=/design/flow/config.mk WORK_HOME=/design/flow/orfs finish
==> metrics.yaml <==
outcome: "finished, final reports clean"
ys.flop_type: "dfrtp_1"
cts_max_path_buffers: 2
relSlewSlack: 0.578
ys_warn_count: 4
insertion_delay_ns: 0.29
async_flop_share: 1.00
finalSetupViolCount: 0
fillers: 1070
cts_setup_buffers: 0
gp_congestion: 0.823
r2r_cells: 8
grt_first_pass_wirelength_mm: 7.19
skew_ns: 0.00765
ys_types: 54
maxCapViolations: 0
placementRows: 37
met2_usage: 0.0865
antenna_cells: 0
top_cell: "dfrtp_1"
vias: 1494
grt_overflow_total: 0
end_kind: "flop"
core_region_area_um2: 10200
drtIter0Drc: 102
startpoint_type: "flop"
wl_per_cell_um: 11.7
cts_tree: "yes"
ys_seq_frac: 0.480
synth-edff-count: 0
rsz0062_at_grt: "false"
top_area_frac: 0.454
warnings: 31
min_period_ns: 2.39
numSynthFlops: 39
firstDrtPassIters: 4
area_growth_pct: 17.7
syn-cell-area_um2: 2040
worstPathMaxFanout: 4
avgSynthCellArea_um2: 10.3
htree_num_levels: 2
crit_type: "flop to flop"
root_buffer: "clkbuf_8"
hold_class: "primary input to async pin"
vias_per_cell: 4.28
fp-utilization: 0.199
xor_area_frac: 0.0209
r2r_slack_ns: 0.21
grtUsageMet1: 0.0812
hold_viol: 0
synthTopLogicFamily: "AND-OR/OR-AND gates"
drc_errors: 0
crit-reg2reg-launch: "dp[1]"
clk_pin_slew_ns: 0.08
setup-tns-final_ns: 0
synthTopCellsByArea: "dfrtp_1 45%, ha_1 8.6%, inv_1 3.5%"
power_density_nw_per_um2: 491
drive_gt1_frac: 0.127
mux_share: 0.0160
synth_adder_area_share: 0.0915
top_cells_by_count: "37 x dfrtp_1, 19 x inv_1, 18 x nor2_1"
first_global_vias: 1558
met3_usage: 0.0178
syn_inst: 197
irDropWorstVdd_uv: 255
hpwl_mm: 2.96
dp.cells: 342
top_usage_layer: "met2"
netlist.top_cell.by_area: "dfrtp_1"
synthAoiAreaFrac: 0.195
reg2reg_to: "stuff_cnt[1]"
port_buffers: 8
clock-sinks: 39
p_leak_nw: 1.01
worst_pin_slew_ns: 0.634
required_ns: 2.77
antenna_found_initial: 0
max_freq_ghz: 0.418
grt_usage: 0.0573
synthSimpleGateAreaFrac: 0.142
ioPinCount: 12
wirelength_mm: 4.08
cts_hold_buf: 0
arrival_ns: 2.56
postCtsResizedCells: 0
die_x_um: 122
ant_nets: 0
yosys-stat-area_um2: 2040
chipArea_um2: 14900
fin_crit_sh: 0.920
final-max-slew-violation-count: 0
cts_buffers: 5
chipHeight_um: 122
grt_max_degree: 29
fin_cells: 349
ys_cells: 197
## layout make-up
class | instances | area (um^2) | area share
clock buffers | 5 | 68.8 | 0.0287
clock inverters | 2 | 37.5 | 0.0156
inverters | 19 | 71.3 | 0.0297
multi-input cells | 135 | 961 | 0.400
flip-flops and latches | 39 | 978 | 0.408
well taps | 136 | 170 | 0.0709
repair buffers | 13 | 113 | 0.0469
## routing by layer
metal	vias up	wire length, um
met4	0	47
met5	-	0
met2	20	1740
met3	4	199
met1	734	2090
li1	736	-
## through the flow
step	total power [W]	util	hold WS (ns)	setup WS, ns	cell area [um^2]
after floorplan	0.000679	-	0.224	0.184	2050
after global placement	0.000710	0.224	0.368	0.281	2290
after detailed placement	0.000709	0.224	0.372	0.217	2290
after CTS	0.00120	0.235	0.269	0.184	2400
after global routing	0.00123	0.235	0.296	0.0314	2400
final	0.00118	0.235	0.248	0.209	2400
## how the worst max path moves through the flow
stage                 start           end  slack [ns]  cells past startpoint
after CTS             dp[1]  stuff_cnt[1]        0.18                      8
after global routing  dp[1]  stuff_cnt[1]        0.03                      8
final                 dp[1]  stuff_cnt[1]        0.21                      8
## sequential cells by signal (all words and copies together), names as in the netlist
name and count:
clk_cnt 3, state 7, rx_error 1, rx_status 1, dn 4, sync_bit 4
rx_bit 1, lastdpv 1, rx_finish 1, dp 5, stuff_cnt 4, rx_start 1
wait_cnt 6
## critical path: stages, from the launching register on
cell and delay (ns):
dfrtp_1 0.45, ha_1 0.26, a211oi_4 0.28, inv_1 0.10, ha_1 0.26, inv_1 0.10, o22ai_2 0.11, nor3_2 0.37
mux2_1 0.36
## cell families after synthesis
group / Yosys count
and+or+nand+nor: 57
buffers and inverters: 25
xor gates and xnor gates: 4
other: 1
DFF: 39
AOI/OAI and AO/OA: 53
muxes: 3
adders and majority gates: 15
## report_power, final
group          switching (W)  leakage (nW)  total [W]  internal, W
registers         0.00000902         0.510   0.000624     0.000615
clock network       0.000200        0.0502   0.000480     0.000280
logic              0.0000451         0.453  0.0000729    0.0000278
## placed cells by master, fill, tap and decap left out, types with 6 or more instances in the layout
master           instances
ha_1                    14
o21ai_0                 13
inv_1                   19
a21oi_1                  6
dfrtp_1                 37
nand3_1                  6
nand2_1                 12
clkdlybuf4s50_1          7
nor2_1                  18
Power is estimated from default activity; no workload was simulated.
